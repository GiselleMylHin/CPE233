File: flow/config.mk
export PLATFORM = sky130hd
export DESIGN_NAME = REGFILE
export DESIGN_NICKNAME = REGFILE
export VERILOG_FILES = /design/flow/design.v
export SDC_FILE = /design/flow/constraint.sdc
export NUM_CORES = 4
export LEC_CHECK = 1
export CORE_UTILIZATION = 40
File: flow/constraint.sdc
current_design REGFILE

set clk_period 7.5
set clk_io_pct 0.2

create_clock -name clk0 -period $clk_period [get_ports {CLK}]

set non_clock_inputs [all_inputs -no_clocks]
set_input_delay [expr $clk_period * $clk_io_pct] -clock clk0 $non_clock_inputs
set_output_delay [expr $clk_period * $clk_io_pct] -clock clk0 [all_outputs]
File: flow/design.v
`timescale 1ns / 1ps
module REGFILE(
    input logic en,
    input logic [4:0] adr1 ,
    input logic [4:0] adr2 ,
    input logic [4:0] w_adr ,
    input logic [31:0] w_data,
    input logic CLK,
    output logic  [31:0] rs1,
    output logic [31:0] rs2
    );
    logic [31:0] register [0:31];           
    initial begin                           
        int i;
        for (i=0; i<32; i=i+1) begin
            register[i] = 0;
        end
    end
    assign rs1=register[adr1];              
    assign rs2=register[adr2];
    always_ff @( posedge CLK)begin          
        if(en) begin
            if (w_adr !=0) begin
                register[w_adr]<= w_data;
            end
        end
    end
endmodule
File: flow/run.sh
#!/bin/bash
# OpenROAD 26Q1-2900-gdf79404cd8, Yosys 0.63+post, stock flow scripts
make -C /OpenROAD-flow-scripts/flow DESIGN_CONFIG=/design/flow/config.mk WORK_HOME=/design/flow/orfs finish
==> results.yml <==
# generated from flow reports
cells_and_area:
  largest_register_ffs: 1024
  drive_gt1_frac: 0.09262
  layout.cells.non_filler: 5218
  syn2layout_area_growth_pct: 13.68
  lay_top_cells: "mux2i_1 (1024), edfxtp_1 (1024), nand3_1 (194), nand2_1 (193)"
  largestRegisters: "register x1024"
  regMostFlops: "register"
critical_path:
  path_class: "in -> out"
  required_ns: 6.00
  path_max_fanout: 35
  worst-endpoint-arrival_ns: 4.65
  setup.worst_path.end_class: "output port"
  worst_setup_path_start_kind: "input pin"
place:
  dp.cells: 5025
  place_hpwl_um: 84530
  portBuffers: 112
  dp_slack_ns: 1.379
  routabilityCongestion: 0.8822
route:
  drtPass1Iterations: 6
  drtIter0Drc: 2212
  drtAntennaViolNets: 0
  diodes: 0
  dr_total_vias: 30990
  drcViolationCount: 0
  wl_um: 152200
  wl_per_cell_um: 29.16
  vias_per_cell: 5.939
synthesis:
  synth.cellmix.simpleShare: 0.04709
  ys_sh_aoi: 0.08048
  adder_share: 0
  synth_area_um2: 48760
  mux_share: 0.2102
  numSynthFlops: 1024
  synthTopLogicFamily: "multiplexers"
  ys_chip_area_um2: 48760
  synth_stat.cells: 3386
  ys_seq_frac: 0.6307
  synth.distinct_cells: 24
  avgSynthCellArea_um2: 14.40
  synthCells: 3386
  synth_warnings: 1
  synthXorXnorAreaFrac: 0
die:
  num_rows: 127
  dieHeight_um: 351.1
  ios: 113
  fp-utilization: 0.4048
  design.core.area_um2: 120400
  die_area_um2: 123300
  dieWidth_um: 351.1
power_and_ir_drop:
  p_comb_frac: 0.095
  p_seq_frac: 0.506
  swShare: 0.2332
  power_leakage_nw: 20.33
  clkPwrFrac: 0.399
  power_density_nw_per_um2: 228.7
  ir_drop_mv: 0.1894
  switchingPower_mw: 2.955
  p_int_mw: 9.719
  power_mw: 12.67
min_path:
  holdPathEnd: "register[29][11]"
  min-delay-start: "w_data[11]"
  whs_path_depth: 2
  hold_path_class: "in -> reg"
final_timing:
  setup-violations-final: 0
  hold_viol: 0
  rsz0062_at_grt: "no"
  clock.fmax_mhz: 162.6
  hold_ws_ns: 1.629
  max_slew_margin: 0.3605
  period_needed_ns: 6.152
  fin_crit_sh: 0.8203
  tns_ns: 0
  fin_ws_ns: 1.348
  slew_violations: 0
  worstMarginPinSlew_ns: 0.9570
global_routing:
  grt_usage: 0.2643
  antenna_found_initial: 4
  grt_pass1_wl_um: 216400
  grt_max_degree: 90
  gr-total-overflow: 0
  grt_pass1_vias: 31460
clocking:
  htree_num_levels: 3
  cts-root-buf: "clkbuf_16"
  numCtsBuffers: 106
  cts.sinks: 1024
  tritoncts: "built"
  cts_hold_buf: 0
  clock_path_buffers: 3
  clk_pin_slew_ns: 0.06
  ctsResizeCount: 0
  post_cts_buffers: 0
status:
  outcome: "finished, final reports clean"
run:
  warnings: 26
  maxCapViolations: 0
[cell type report]
cell class	count	area, um^2
fillers	10430	65020
clock buffers	124	2784
well taps	1612	2017
clock inverters	69	529.3
repair buffers	249	2460
multi-input cells	2140	16890
flip-flops and latches	1024	30750
[stage by stage]
stage	area, um^2	utilization
CTS	55430	0.4602
global placement	52110	0.4327
finish	55430	0.4602
floorplan	48870	-
detailed placement	52110	0.4327
global route	55430	0.4602
[logic make-up after synthesis]
family                 count (synthesis)
DFF                                 1024
and+or+nand+nor                      508
other                                  1
buffers and inverters                253
muxes                               1024
AOI/OAI and AO/OA                    576
[worst max-delay path by stage]
stage,start,end,slack (ns),cells past startpoint
CTS,adr1[0],rs1[25],1.36,8
global route,adr1[0],rs1[31],1.24,8
finish,adr1[2],rs1[31],1.35,8
[layer usage]
layer / track usage / part of all wire
met3: 0.1424 / 0.13
met5: 0.008634 / 0.00092
met4: 0.07489 / 0.036
met2: 0.3964 / 0.47
met1: 0.3459 / 0.36
[cells in the mapped netlist, drive strengths merged]
library cell	number	area (um^2)
and2	2	12.51
buf	167	1196
nand3b	5	37.54
nand3	194	970.9
or3b	3	26.28
edfxtp	1024	30750
a22oi	192	1441
nand2b	4	25.02
or3	1	6.260
a31oi	64	400.4
nor3	64	320.3
clkbuf	86	337.8
conb	1	3.750
a22o	128	1121
a21oi	192	960.9
nor2	34	127.6
nor2b	4	25.02
nand2	195	732.0
mux2i	1024	10250
or2	2	12.51
[worst max-delay path, stage by stage]
cell	delay (ns)
clkdlybuf4s50_1	0.69
and2_4	0.58
buf_4	0.61
a22o_1	0.25
nor3_1	0.04
a31oi_1	0.25
nand3_1	0.20
clkdlybuf4s50_1	0.46
[power groups by stage]
| stage | Combinational (mW) | Clock (mW) | Sequential, mW |
|---|---|---|---|
| final | 1.20 | 5.06 | 6.41 |
| after global routing | 1.27 | 5.33 | 6.42 |
| after CTS | 1.19 | 5.13 | 6.41 |
