===== flow/run.sh =====
#!/bin/bash
# OpenROAD 26Q1-2900-gdf79404cd8, Yosys 0.63+post, stock flow scripts
make -C /OpenROAD-flow-scripts/flow DESIGN_CONFIG=/design/flow/config.mk WORK_HOME=/design/flow/orfs finish

===== flow/config.mk =====
export PLATFORM = sky130hd
export DESIGN_NAME = BAG
export DESIGN_NICKNAME = BAG
export VERILOG_FILES = /design/flow/design.v
export SDC_FILE = /design/flow/constraint.sdc
export NUM_CORES = 4
export LEC_CHECK = 1
export CORE_AREA = 10 10 141 141
export DIE_AREA = 0 0 151 151

===== flow/constraint.sdc =====
current_design BAG

set clk_period 16.3
set clk_io_pct 0.2

create_clock -name clk0 -period $clk_period

set non_clock_inputs [all_inputs -no_clocks]
set_input_delay [expr $clk_period * $clk_io_pct] -clock clk0 $non_clock_inputs
set_output_delay [expr $clk_period * $clk_io_pct] -clock clk0 [all_outputs]

===== flow/design.v =====
`timescale 1ns / 1ps
module BAG(
    input logic [31:0] rs1,     
    input logic [31:0] PC,      
    input logic [31:0] IType,   
    input logic [31:0] JType,   
    input logic [31:0] BType,   
    output logic [31:0] branch,  
    output logic [31:0] jal,     
    output logic [31:0] jalr     
    );
    assign branch = PC + BType;          
    assign jal = PC + JType;             
    assign jalr = rs1 + IType;           
endmodule

==> deck_impl_summary.md <==
Run Summary

Status
  • Status: complete, no violations

Flow run
  • Tool warning count: 32
  • Max-capacitance violation count: 0

Die
  • Area inside the core boundary: 0.01670 mm²
  • Starting density of the core: 26.75%
  • Row count: 47
  • Die Height: 151 µm
  • Number of ports placed on the die boundary: 256
  • Area of the chip: 0.02280 mm²
  • Overall die width: 151 µm

Routing
  • Routed wire length per instance: 16.53 µm
  • Routed vias: 5469
  • Per-cell via count in the routed design: 4.972
  • Final ANT Viol Nets: 0
  • First-pass DRT Iterations: 4
  • Violation tally from detailed-route iteration zero: 144
  • Post-Route WL: 18180 µm
  • Number of inserted diodes: 0
  • DRC errors left: 0

Synth
  • Per-instance average area after synthesis: 7.135 µm²
  • Top-count cell post-synth: sky130_fd_sc_hd__ha_1
  • Distinct lib cells: 55
  • Combined area of all synthesized cells: 0.004467 mm²
  • Post-synth top area cell: sky130_fd_sc_hd__ha_1
  • Instance tally after logic synthesis: 626
  • Total cells reported by yosys after synthesis: 626
  • Part of the Yosys area used for sequential elements: 0%
  • Chip area line of the yosys report: 0.004467 mm²
  • Commonest cells in the netlist: 93 x sky130_fd_sc_hd__ha_1, 73 x sky130_fd_sc_hd__a21oi_1, 60 x sky130_fd_sc_hd__nor2_1
  • Tally of yosys warning messages: 0
  • Dominant cell area share: 26.05%
  • Cell area leaders: sky130_fd_sc_hd__ha_1 26%, sky130_fd_sc_hd__xnor2_1 10%, sky130_fd_sc_hd__a21oi_1 8.2%

Setup path
  • Endpoint kind of the worst setup timing path: primary output
  • Critical Path AT: 6830 ps
  • Critical path start-end classification: in2out
  • Startpoint kind of the worst setup timing path: primary input
  • Largest fanout on the critical path: 4
  • Worst endpoint required time: 13040 ps

Finish
  • Layout clock buffer count: 0
  • Share of final-layout standard cells stronger than drive strength 1: 1.591%
  • Seq_cells: 0
  • Layout overhead on the synthesized area: 63.45%
  • Post-route standard cell area excluding fillers: 0.007301 mm²
  • Finished Core Util: 43.71%
  • Area taken by flip-flops and latches: 0 µm²

Final timing
  • Fin. Hold Viols: 0
  • RSZ-0062 raised after global routing: no
  • Min cycle time layout: 10090 ps
  • Highest clock rate: 99.14 MHz
  • Relative slew slack: 67.78%
  • Fin worst setup slack: 6214 ps
  • Total negative setup slack: 0 ps
  • Final slew viol count: 0
  • Crit share post-route: 61.88%
  • Actual slew at the worst max-slew pin: 477.0 ps
  • Setup violators final: 0

Clocking
  • Number of buffers inserted by hold repair at cts: 0
  • Post-cts gate resize count: 0
  • Setup bufs post-CTS: 0

Placed design
  • Post-DP HPWL: 16590 µm
  • Post-Place Setup Slack: 6202 ps
  • Port bufs: 256
  • Area of placed instances: 0.007301 mm²
  • Weighted congestion reported at the end of routability-driven placement: 0.9188

Power and ir drop
  • Pwr dens: 44.90 mW/mm²
  • Worst IR Drop VDD: 0.02110 mV
  • P_leak: 0.003152 µW

Global routing
  • Leftover overflow at the end of global routing: 0
  • Pin count of the biggest net entering global routing: 9
  • First-pass GRT wire length: 27580 µm
  • Vias in the first global route: 5366
  • Number of antenna violations at the first check in global routing: 0
  • Combined global-route utilization of all metal layers: 14.96%

Worst hold path
  • Class of the tightest hold or removal check: in2out
report_power, final:
part	total, µW	internal [µW]	switching, µW
logic	328	199	129
clock network	0	0	0
registers	0	0	0
worst max-delay path, cell delays in order:
cell                              delay (ps)
sky130_fd_sc_hd__clkdlybuf4s50_1         400
sky130_fd_sc_hd__ha_1                    230
sky130_fd_sc_hd__fa_1                    400
sky130_fd_sc_hd__a21oi_1                 220
sky130_fd_sc_hd__o22ai_1                 140
sky130_fd_sc_hd__o22ai_1                 280
sky130_fd_sc_hd__o41ai_1                 100
sky130_fd_sc_hd__buf_4                   150
sky130_fd_sc_hd__a221o_1                 390
sky130_fd_sc_hd__o22ai_1                 230
sky130_fd_sc_hd__nor2_1                  120
sky130_fd_sc_hd__a21o_1                  210
sky130_fd_sc_hd__a21oi_1                 190
sky130_fd_sc_hd__clkdlybuf4s50_1         500
cells in the final DEF, fill, tap and decap left out, types with 19 or more instances in the layout:
| cell type | n |
|---|---|
| sky130_fd_sc_hd__inv_1 | 19 |
| sky130_fd_sc_hd__xnor2_1 | 53 |
| sky130_fd_sc_hd__a21o_1 | 44 |
| sky130_fd_sc_hd__nor2_1 | 60 |
| sky130_fd_sc_hd__a21oi_1 | 73 |
| sky130_fd_sc_hd__ha_1 | 93 |
| sky130_fd_sc_hd__o21ai_0 | 37 |
| sky130_fd_sc_hd__xor2_1 | 30 |
| sky130_fd_sc_hd__nand2_1 | 46 |
| sky130_fd_sc_hd__clkdlybuf4s50_1 | 256 |
routing by layer:
| metal | vias up | part of all wire [%] | GRT usage (%) |
|---|---|---|---|
| met1 | 2384 | 43 | 19.00 |
| met3 | 2 | 11 | 4.543 |
| met5 | - | 0 | 0 |
| met4 | 0 | 0.33 | 0.4331 |
| met2 | 201 | 46 | 25.75 |
| li1 | 2882 | - | - |
through the flow:
stage                     instances  power, µW  hold slack, ps
after global placement         1100      332.5            7554
after CTS                      1100      332.3            7552
after floorplan                 626      146.3            6592
after global routing           1100      362.4            7575
after detailed placement       1100      329.4            7552
final                          1100      327.8            7544
layout make-up:
type,count,area (µm²)
repair buffers,257,2570
fillers,1710,9400
multi-input cells,604,4384
well taps,220,275.3
inverters,19,71.32
path summary, 6_finish.rpt:
| check | from | depth (start not counted) | slack [ps] | to |
|---|---|---|---|---|
| max | rs1[0] | 14 | 6210 | jalr[28] |
| min | BType[0] | 3 | 7540 | branch[0] |
cell families (layout without fill, tap and decap cells):
family / count (synthesis) / in the layout / share of synthesized area [%]
buf+inv: 22 / 276 / 1.849
mux: 1 / 1 / 0.2521
xor+xnor: 83 / 83 / 16.27
simple gates: 185 / 185 / 19.69
compound gates: 239 / 239 / 34.54
fa+ha+maj: 96 / 96 / 27.40
Power is estimated from default activity; no workload was simulated.
