$ cat design.v
`timescale 1ns / 1ps
module ALU(
    input logic [31:0] srcA,          
    input logic [31:0] srcB,          
    input logic [3:0] alu_fun,        
    output logic [31:0] alu_result    
    );
    always_comb begin
    case(alu_fun)
        4'b0000: alu_result=srcA+srcB;                                  
        4'b1000: alu_result=srcA - srcB;                                
        4'b0110: alu_result=srcA||srcB;                                 
        4'b0111: alu_result=srcA&&srcB;                                 
        4'b0100: alu_result=srcA^srcB;                                  
        4'b0101: alu_result=srcA>>srcB[4:0];                            
        4'b0001: alu_result=srcA<<srcB[4:0];                            
        4'b1101: alu_result=($signed(srcA)>>>$signed(srcB));            
        4'b0010: alu_result=($signed(srcA) <$signed(srcB))?1'b1:1'b0;   
        4'b0011: alu_result=(srcA<srcB)?1'b1:1'b0;                      
        4'b1001: alu_result=srcA ;                                      
        default: alu_result=32'hdeadbeef;                               
    endcase
    end
endmodule
$ cat run.sh
#!/bin/bash
# OpenROAD 26Q1-2900-gdf79404cd8, Yosys 0.63+post, stock flow scripts
make -C /OpenROAD-flow-scripts/flow DESIGN_CONFIG=/design/flow/config.mk WORK_HOME=/design/flow/orfs finish
$ cat config.mk
export PLATFORM = sky130hd
export DESIGN_NAME = ALU
export DESIGN_NICKNAME = ALU
export VERILOG_FILES = /design/flow/design.v
export SDC_FILE = /design/flow/constraint.sdc
export NUM_CORES = 4
export LEC_CHECK = 1
export CORE_UTILIZATION = 30
$ cat constraint.sdc
current_design ALU

set clk_period 26.0
set clk_io_pct 0.2

create_clock -name clk0 -period $clk_period

set non_clock_inputs [all_inputs -no_clocks]
set_input_delay [expr $clk_period * $clk_io_pct] -clock clk0 $non_clock_inputs
set_output_delay [expr $clk_period * $clk_io_pct] -clock clk0 [all_outputs]
==> reports/metrics.cfg <==
[pwr]
p_leak_nw = 3.85
power_density_nw_per_um2 = 23.8
switching_share_pct = 62.6
p_clk_share_pct = 0
power.switching_uw = 148
pwr-share-seq_pct = 0
p_int_uw = 88.4
ir_drop_mv = 0.0111
comb_power_share_pct = 100.0

[floorplanning]
rows = 61
die_w_um = 171
fp.dieH_um = 171
core_um2 = 27900
initCoreUtil_pct = 30.7
die-area_um2 = 29300
num_io_pins = 100

[status]
outcome = finished, final reports clean

[run]
warning_count = 64
drv_cap = 0

[timing]
report.final.slew_viol_count = 0
finalCritPeriodShare_pct = 58.0
tns_ps = 0
worst_slew_pin_slew_ps = 1190
setup_viol = 0
grt_setup_unrepaired = false
hold_viol_final = 0
max-slew-margin-rel_pct = 19.6
fmaxAchievable_mhz = 66.3
layout_min_cycle_time_ps = 15090

[layout]
drive_gt1_share_pct = 9.78
num-fill-cells = 3134
area_growth_pct = 15.5
ff_count = 0
lay_top_count = a21oi_1
final_cell_mix = a21oi_1, nor2_1, o21ai_0
seq_area_um2 = 0
nClkBuffers = 0
design_area_um2 = 9920
comb_area_um2 = 7880

[routing]
final_antenna_net_count = 0
drc = 0
routed_wl_um = 50200
routed_via_density = 6.50
drtIter0Drc = 1152
first_pass_iters = 5
vias = 11303
avgRoutedWirePerCell_um = 28.9

[global_route]
grt_pass1_vias = 10405
grt_usage_pct = 34.6
grt-ovfl-total = 0
grt_pass1_wl_um = 72300
antenna_found_initial = 1
grt_max_degree = 77

[yosys]
synth_warnings = 1
logic_family = AND-OR/OR-AND gates
yosysSeqAreaShare_pct = 0
synthCells = 1326
adder_share_pct = 9.79
aoi_share_pct = 42.3
synth_area_um2 = 8590
simple_gate_area_share_pct = 21.6
synth-area-yosys_um2 = 8590
synthDistinctLibCells = 77
synth.avg_cell_area_um2 = 6.48
ys_cells = 1326
mux_share_pct = 17.1
synth_xor_xnor_area_share_pct = 0.714

[critical_path]
cp.arrival_ps = 9890
worstSetupEndpoint = alu_result[27]
end_kind = primary output
critical_path.max_fanout = 17
required_ps = 20800
start_kind = input pin
startpoint = srcB[4]
timing_worst_setup_path_type = input pin to primary output

[cts]
postCtsSetupBuffers = 0
hold_buffers = 0
post_cts_resized = 0

[placed_design]
dp_hpwl_um = 39400
portBuffers = 100
gp_congestion = 1.08
place_area_um2 = 9910

[min_path]
hp-class = input pin to primary output

[through the flow]
stage               util (%)  hold slack [ps]  instances  power [mW]  worst slack [ps]
floorplan                  -            10510       1326       0.132             12380
global placement        35.5            11480       1738       0.231             11030
detailed placement      35.5            11490       1738       0.229             11050
CTS                     35.5            11490       1738       0.230             11030
global route            35.5            11580       1738       0.251             10730
finish                  35.5            11480       1740       0.236             10910
[critical path: stages]
cell and delay [ps]:
clkdlybuf4s50_1 1060, inv_1 270, ha_1 490, o211a_1 270, a211oi_1 210, a21oi_1 130, a221o_1 490, a31oi_4 320
o211ai_2 200, or4_1 420, and4_1 200, o21ai_1 120, clkdlybuf4s50_1 500
[cell type report]
cell class	instances	share of cell area, %
diodes	2	0.0505
multi-input cells	1149	79.4
repair buffers	144	13.2
inverters	67	2.54
well taps	378	4.77
[worst min path at each step]
stage | from | to | cells past startpoint
6_report | srcB[2] | alu_result[3] | 5
5_1_grt | srcB[2] | alu_result[3] | 5
4_1_cts | srcB[2] | alu_result[3] | 5
[power groups by stage]
stage | sequential (mW) | combinational (mW) | clock (mW)
after CTS | 0 | 0.230 | 0
after global routing | 0 | 0.251 | 0
final | 0 | 0.236 | 0.0000000150
[cell usage after synthesis (all sizes together), types with 5 or more instances]
library cell | number | share of area, %
mux2 | 40 | 5.3
o2111ai | 6 | 0.61
a221oi | 30 | 3.1
a31oi | 17 | 1.4
nand4 | 12 | 0.87
o21bai | 14 | 1.2
inv | 66 | 2.9
o221a | 10 | 1.3
o21a | 10 | 0.87
nor4 | 25 | 1.8
a21oi | 162 | 9.4
a21o | 16 | 1.4
or4 | 6 | 0.52
mux2i | 69 | 8.2
nand2b | 18 | 1.3
a2111oi | 7 | 0.86
o221ai | 13 | 1.3
o31ai | 10 | 0.87
a221o | 14 | 1.6
clkbuf | 69 | 3.0
o211ai | 21 | 1.9
nor3 | 37 | 2.2
nor2b | 12 | 0.87
nand3 | 26 | 1.5
ha | 64 | 9.3
nand2 | 94 | 4.1
o211a | 5 | 0.58
o311a | 5 | 0.58
a211o | 5 | 0.51
a211oi | 29 | 2.5
or3 | 7 | 0.51
nor2 | 147 | 6.4
buf | 41 | 2.5
o22ai | 13 | 0.95
mux4 | 14 | 3.7
o21ai | 129 | 7.5
[layer usage]
metal  vias up  track usage [%]  part of all wire [%]
met5         -                0                     0
met4         0             13.3                   4.3
met3        98             6.91                   9.4
met2       618             51.2                    43
met1      5418             49.2                    44
li1       5169                -                     -
[logic make-up after synthesis]
logic type | after synthesis
simple gates | 401
buf+inv | 177
xor+xnor | 7
mux | 123
fa+ha+maj | 66
compound gates | 552
No activity file was given, so power comes from the tool's default toggle rates.
